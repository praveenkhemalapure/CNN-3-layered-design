===== ./config.mk =====
export PLATFORM = sky130hd
export DESIGN_NAME = table2
export DESIGN_NICKNAME = table2
export VERILOG_FILES = /design/flow/design.v
export SDC_FILE = /design/flow/constraint.sdc
export NUM_CORES = 4
export LEC_CHECK = 1
export CORE_AREA = 10 10 70 70
export DIE_AREA = 0 0 80 80
export SYNTH_HDL_FRONTEND = slang

===== ./constraint.sdc =====
current_design table2

set clk_period 1.1
set clk_io_pct 0.2

create_clock -name clk0 -period $clk_period

set non_clock_inputs [all_inputs -no_clocks]
set_input_delay [expr $clk_period * $clk_io_pct] -clock clk0 $non_clock_inputs
set_output_delay [expr $clk_period * $clk_io_pct] -clock clk0 [all_outputs]

===== ./design.v =====
module table2(indx,value);
input indx;
output value;
wire [4:0]indx;
wire [15:0]value;
reg [15:0]_tv;
assign value=_tv;
always @(*)
begin
case(indx)
0: _tv=16'b0101100000000000;
1: _tv=16'b0010000000000000;
2: _tv=16'b0010000000000000;
3: _tv=16'b0011000000000000;
4: _tv=16'b0010100000000000;
5: _tv=16'b0010110000000000;
6: _tv=16'b0011000000000000;
7: _tv=16'b0011000000000000;
8: _tv=16'b0011010000000000;
9: _tv=16'b0011100000000000;
default : _tv=16'b0000000000000000;
endcase
end 
endmodule

===== ./run.sh =====
#!/bin/bash
# OpenROAD 26Q1-2900-gdf79404cd8, Yosys 0.63+post, stock flow scripts
make -C /OpenROAD-flow-scripts/flow DESIGN_CONFIG=/design/flow/config.mk WORK_HOME=/design/flow/orfs finish

==> impl_metrics.csv <==
group,metric,value,unit
run_status,status,"finished with violations",
run_status,violations,"negative setup slack",
route,ant_nets,0,
critical_path,required,0.88,ns
power_and_ir_drop,ir_worst_vdd,0.0000336,V
timing,layout_setup_ws,-0.0825,ns
route,routed_wl,677,um
layout,seq_area,0,um^2
timing,rsz0062_at_grt,"true",
job,cap_violations,0,
global_route,grt_usage,1.87,%
synth,netlist.area_leader.share,38.8,%
route,diodes,0,
layout,comb_area,203,um^2
floorplan,die_y,80,um
synth,syn_inst,31,
global_route,grt_pass1_vias,232,
worst_hold_path,holdPathStages,3,
floorplan,die_x,80,um
layout,stdcell_count,93,
worst_hold_path,hp-class,"input port to output port",
layout,area_delta_synth_final,90.6,%
timing,finalHoldViolations,0,
layout,seq_cell_count,0,
synth,ys_top_cells_by_count,"buf_4, a21oi_1, inv_1",
floorplan,rows,21,
route,detail_route.wl_per_cell,7.28,um
global_route,antenna_found_initial,0,
timing,finalMaxSlewViolations,0,
place,dp_hpwl,548,um
synth,synth_area,213,um^2
synth,avgSynthCellArea,6.86,um^2
route,num_vias,228,
job,warnings,35,
power_and_ir_drop,power.total,0.107,mW
route,viasPerCell,2.45,
synth,synth_top_cell_by_count,"buf_4",
synth,yosysUniqueCellTypes,13,
synth,yosys_warnings,0,
timing,fin_crit,1.18,ns
floorplan,io_pins,21,
layout,clkbuf_count,0,
global_route,grt_max_degree,7,
floorplan,coreArea,3420,um^2
critical_path,crit_start,"indx[1]",
synth,synth_area_leader_cell,"buf_4",
critical_path,crit_path_start_kind,"input port",
floorplan,die_area,6400,um^2
timing,setup_viol,4,
power_and_ir_drop,powerDensity,265,nW/um^2
global_route,gr-total-overflow,0,
power_and_ir_drop,leakage,0.183,nW
synth,ys_cells,31,
timing,fmax,0.846,GHz
route,drtPass1Iterations,1,
timing,period_used_share,108,%
place,routabilityCongestion,0.747,
route,drtIter0Drc,0,
critical_path,crit_arrival,0.96,ns
global_route,grt_pass1_wl,1.06,mm
floorplan,initCoreUtil,6.23,%
critical_path,end_kind,"output port",
place,portBuffers,10,
synth,postSynthSeqShare,0,%
critical_path,critPathMaxFanout,2,
layout,n_fill_cell,403,
synth,synthTopCellsByArea,"buf_4, ha_1, a21oi_1, inv_1, a211oi_2",
route,drcViolationCount,0,
layout,utilization,11.9,%
synth,ys_chip_area,213,um^2
critical_path,cp-endpoint,"value[11]",
place,dpl.cell_count,92,
critical_path,path_class,"input port to output port",
layout,drive_above_1_share,63.8,%
-- worst max-delay path: stages --
cell and delay [ns]:
buf_8 0.10, inv_6 0.05, buf_6 0.09, ha_4 0.12, mux2i_1 0.07, a211oi_2 0.18
buf_2 0.12
-- worst min path at each step --
stage | start | to | slack [ns]
CTS | indx[3] | value[14] | 0.77
global route | indx[4] | value[10] | 0.76
finish | indx[4] | value[10] | 0.74
-- per-stage QoR --
step	hold slack [ns]	setup slack [ns]	TNS, ns	instance area, um^2
floorplan	0.451	0.145	0	250
global placement	1.48	-1.00	-4.53	370
detailed placement	1.47	-0.988	-4.49	370
CTS	0.770	-0.0948	-0.199	400
global route	0.758	-0.157	-0.389	405
finish	0.741	-0.0825	-0.147	405
-- what timing repair did --
item / in CTS / in global routing
endpoints found under the setup margin: 5 / 5
pin swaps: 7 / 2
hold buffers: 0 / 0
buffers inserted: 1 / 0
gates resized: 51 / 4
-- cells in the final DEF, fill, tap and decap left out --
master	count
a211oi_2	1
a311oi_1	1
clkbuf_2	1
nor4b_2	1
conb_1	11
buf_2	6
buf_4	7
mux2i_1	1
ha_4	2
a21oi_2	3
nor2_4	1
a21o_2	1
nand2_1	1
a21oi_1	1
inv_6	1
nand3_1	2
buf_8	1
inv_2	3
buf_6	2
-- final cells by class --
type / instances / area share (%)
well taps: 46 / 14.2
multi-input cells: 26 / 50.0
inverters: 4 / 4.94
repair buffers: 17 / 30.9
-- power breakdown --
part / internal, mW / total (mW) / leakage (nW) / switching [mW]
Sequential: 0 / 0 / 0 / 0
Clock: 0 / 0 / 0 / 0
Combinational: 0.0593 / 0.107 / 0.183 / 0.0482
Total: 0.0593 / 0.107 / 0.183 / 0.0482
-- layer usage --
metal / share of wire [%] / track usage [%] / vias to the layer above
li1: - / - / 116
met1: 45 / 2.83 / 97
met2: 40 / 2.57 / 15
met3: 14 / 0.682 / 0
met4: 0 / 0 / 0
met5: 0 / 0 / -
-- cells by family (layout without fill, tap and decap cells) --
group / after synthesis / in the layout / synth area share, %
AND-OR/OR-AND: 7 / 7 / 23.5
adder cells (fa/ha/maj): 2 / 2 / 11.8
buffers and inverters: 15 / 21 / 45.9
multiplexers: 1 / 1 / 4.71
other: 1 / 11 / 1.76
AND/OR/NAND/NOR: 5 / 5 / 12.4
Power is estimated from default activity; no workload was simulated.
