==> flow/config.mk <==
export PLATFORM = sky130hd
export DESIGN_NAME = sigmoid_value
export DESIGN_NICKNAME = sigmoid_value
export VERILOG_FILES = /design/flow/design.v
export SDC_FILE = /design/flow/constraint.sdc
export NUM_CORES = 4
export LEC_CHECK = 1
export CORE_AREA = 10 10 70 70
export DIE_AREA = 0 0 80 80
export SYNTH_HDL_FRONTEND = slang
==> flow/constraint.sdc <==
current_design sigmoid_value

set clk_period 2.2
set clk_io_pct 0.2

create_clock -name clk0 -period $clk_period

set non_clock_inputs [all_inputs -no_clocks]
set_input_delay [expr $clk_period * $clk_io_pct] -clock clk0 $non_clock_inputs
set_output_delay [expr $clk_period * $clk_io_pct] -clock clk0 [all_outputs]
==> flow/design.v <==
module sigmoid_value(in_sig,op_sig);
input  [6:0] in_sig;
output [6:0] op_sig;
reg    [6:0] sig_value;
assign op_sig = sig_value;
	always @(*) begin
	   sig_value = 7'd0;
			case(in_sig)
					7'b1101100: sig_value = 7'b0000011;
					7'b1110010: sig_value = 7'b0000100;
					7'b0001100: sig_value = 7'b0001010;
					7'b0111110: sig_value = 7'b0001111;
					7'b1010011: sig_value = 7'b0000000;
					7'b0100011: sig_value = 7'b0001110;
					7'b1000001: sig_value = 7'b0000000;
					7'b0101001: sig_value = 7'b0001110;
					7'b1011001: sig_value = 7'b0000001;
					7'b1010111: sig_value = 7'b0000001;
					7'b1101011: sig_value = 7'b0000011;
					7'b1101111: sig_value = 7'b0000100;
					7'b1000011: sig_value = 7'b0000000;
					7'b1001111: sig_value = 7'b0000000;
					7'b0001001: sig_value = 7'b0001010;
					7'b0110010: sig_value = 7'b0001111;
					7'b0101000: sig_value = 7'b0001110;
					7'b1100100: sig_value = 7'b0000010;
					7'b0101011: sig_value = 7'b0001110;
					7'b0000100: sig_value = 7'b0001000;
					7'b1001000: sig_value = 7'b0000000;
					7'b0110110: sig_value = 7'b0001111;
					7'b0011101: sig_value = 7'b0001101;
					7'b0110101: sig_value = 7'b0001111;
					7'b1000110: sig_value = 7'b0000000;
					7'b0110011: sig_value = 7'b0001111;
					7'b1011000: sig_value = 7'b0000001;
					7'b0110111: sig_value = 7'b0001111;
					7'b1110101: sig_value = 7'b0000101;
			default: sig_value = 7'd0;
			endcase
	end
endmodule	
==> flow/run.sh <==
#!/bin/bash
# OpenROAD 26Q1-2900-gdf79404cd8, Yosys 0.63+post, stock flow scripts
make -C /OpenROAD-flow-scripts/flow DESIGN_CONFIG=/design/flow/config.mk WORK_HOME=/design/flow/orfs finish
==> deck_impl_summary.md <==
Run Summary

Status
  – Status: finished clean

Global routing
  – Antenna violations before repair: 0
  – First-pass GRT wire length: 2040 um
  – Gr usage total: 0.0369
  – Vias in the first global route: 449
  – Largest net degree at the start of global routing: 11
  – Grt ovf: 0

Logic synthesis
  – Yosys cell types: 30
  – Yosys synthesis chip area: 382 sq um
  – Top comb family, area: simple AND/OR/NAND/NOR gates
  – Ys Warns: 0
  – XOR-XNOR Cells, Area Fraction: 0
  – Synth area leader: nand2b_1
  – Yosys simple share: 0.433
  – AO/OA Area Share: 0.302
  – Post-synthesis sequential area ratio: 0
  – Mapped Cells: 57
  – Post-synthesis adder-cell area fraction: 0
  – Synth Area per Inst: 6.70 sq um
  – Yosys stat cell total: 57
  – Synthesized cell area: about 380 sq um
  – Mux area share: 0.0787
  – Cell area leaders: nand2b_1, mux2i_1, buf_4, buf_6, o32ai_2
  – Top cell area share: 0.131

Route
  – Iter 0 DRT Violations: 31
  – Vias: 448
  – Routed Antenna Nets: 0
  – Pre-Repair DR Iteration Count: 3
  – Antenna cells: 0
  – DRC: 0
  – WL/cell: 9.69 um
  – Final WL: between 1000 and 1500 um
  – Vias/cell: 3.61

Place
  – Final HPWL DP: 1000 um
  – I/O Buffers: 11
  – Placed cell count: between 100 and 150
  – Placer Congestion: 0.871
  – Dpl cell area: 617 sq um
  – Pre-CTS setup slack: -0.569 ns

Pwr
  – Total power: 92.6 uW
  – Pwr Density: 148 nW/um^2
  – Leak: 0.000269 uW
  – VDD IR max: 0.0000342 V

Job
  – Total of max-cap violations: 0
  – Tool warnings: 33

Worst hold path
  – Worst min-delay path category: in2out
  – Hold path start: in_sig[6]

Cells and area
  – Final non-filler cell total: 124
  – Fin area: between 600 and 700 sq um
  – Layout cells sized above 1: 0.423
  – MI comb area: 345 sq um
  – Area growth syn-to-layout: 64.3%
  – Fill count: 396
  – Flop count: 0
  – Clock buffer count in the final layout: 0
  – Reg area: 0 sq um

Final timing
  – Final worst setup slack: a little under 0.09 ns
  – Final worst path period need: roughly 2.1 ns
  – Final hold viol count: 0
  – Fin Hold WS: 1.41 ns
  – Setup violators final: 0
  – Period utilization: 0.960
  – Max-slew violation count: 0
  – Fmax: 473 MHz

Setup path
  – Critical Path RT: 1.76 ns
  – Crit. End Element: output pin
  – CP Max Fanout: 10
  – WP data arrival: about 1.7 ns
  – Crit path from: in_sig[0]
  – WS Path Type: in2out
  – Worst setup SP type: input port

Floorplan
  – Core Footprint: 3420 sq um
  – Die ar.: 6400 sq um
  – I/O Pins: 14
  – Die Wd: about 80 um
  – Die H: 80 um
  – Fp_density: 0.112
  – Row count: 21

Clocking
  – Post-CTS Hold Buffers: 0
through the flow:
| step | utilization | setup TNS (ns) |
|---|---|---|
| floorplan | - | 0 |
| global placement | 0.181 | -2.24 |
| detailed placement | 0.181 | -2.25 |
| CTS | 0.182 | -0.133 |
| global route | 0.184 | -0.00800 |
| finish | 0.184 | 0 |
area by class of cell:
cell class / instances / area share
multi-input cells: 49 / 0.551
repair buffers: 27 / 0.345
well taps: 46 / 0.0918
inverters: 2 / 0.0120
layer usage:
metal  vias to the layer above  GRT usage  wire length [um]
met4                         0          0                 0
met3                         0     0.0102                89
met2                        10     0.0538               480
li1                        242          -                 -
met1                       196     0.0554               632
met5                         -          0                 0
synthesized netlist by cell type, types with 2 or more instances:
cell type	number
nand2_1	4
nor3_1	3
inv_1	2
a21oi_1	3
buf_2	3
nor2_1	3
or2b_1	2
nand2b_1	8
buf_4	3
a22oi_1	2
mux2i_1	3
buf_6	2
o21ai_0	2
repair_timing:
action,CTS,global route
endpoints found under the setup margin,4,3
pin swaps,3,1
setup buffers,2,0
resized,26,9
cloned,0,0
final timing paths:
path	slack (ns)	end	depth (start not counted)
min	1.41	op_sig[3]	4
max	0.09	op_sig[0]	6
placed cells by master (no fill, tap or decap), drive strengths merged:
cell           count
or3b               1
clkbuf             1
dlygate4sd2        3
o22ai              1
inv                2
or4                1
o32ai              1
o221ai             1
nand3              1
a22oi              2
buf               19
a211oi             1
nand4b             1
conb               3
and4               1
or2b               2
nor2b              1
o211ai             1
o21ai              4
a21oi              4
a31oi              1
nor2               3
mux2i              3
clkdlybuf4s15      3
dlymetal6s2s       1
nand2              4
nand2b             8
nor3               4
where the power goes:
| group | switching (uW) | internal [uW] | total, uW |
|---|---|---|---|
| Clock | 0 | 0 | 0 |
| Combinational | 42.7 | 49.8 | 92.6 |
| Sequential | 0 | 0 | 0 |
worst max-delay path, stage by stage:
cell and delay (ns):
clkdlybuf4s15_2 0.27, or2b_1 0.25, a21oi_1 0.16, o211ai_1 0.15, a22oi_1 0.18, dlygate4sd2_1 0.22
kinds of logic after synthesis:
logic type,Yosys count
AND/OR/NAND/NOR,27
buffers and inverters,10
AND-OR/OR-AND,16
multiplexers,3
other,1
Power and IR drop assume default switching activity.
