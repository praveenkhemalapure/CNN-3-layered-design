### ./design.v
module table1(indx,tv);
input [4:0] indx;
output [15:0] tv;
reg [15:0] _tv;
assign tv=_tv;
always @(*) 
begin
case(indx)
0  : _tv=16'b0011001100110000;
1  : _tv=16'b0011011101100000;
2  : _tv=16'b0011100011110000;
3  : _tv=16'b0011001100110000;
4  : _tv=16'b0011011011110000;
5  : _tv=16'b0011011101100000;
6  : _tv=16'b0011100011110000;
7  : _tv=16'b0011010111000000;
8  : _tv=16'b0011011101100000;
9  : _tv=16'b0011100011110000;
10 : _tv=16'b0011001100110000;
11 : _tv=16'b0011010111000000;
12 : _tv=16'b0011100000100000;
13 : _tv=16'b0011001101110000;
14 : _tv=16'b0011010111000000;
15 : _tv=16'b0011011011110000;
16 : _tv=16'b0011100011110000;
17 : _tv=16'b0011001100110000;
18 : _tv=16'b0011010111000000;
19 : _tv=16'b0011011101100000;
20 : _tv=16'b0011100011110000;
21 : _tv=16'b0011010011010000;
22 : _tv=16'b0011011010010000;
23 : _tv=16'b0011100000100000;
24 : _tv=16'b0011100110000000;
default : _tv=16'b0000000000000000;
endcase
end 
endmodule
### ./run.sh
#!/bin/bash
# OpenROAD 26Q1-2900-gdf79404cd8, Yosys 0.63+post, stock flow scripts
make -C /OpenROAD-flow-scripts/flow DESIGN_CONFIG=/design/flow/config.mk WORK_HOME=/design/flow/orfs finish
### ./config.mk
export PLATFORM = sky130hd
export DESIGN_NAME = table1
export DESIGN_NICKNAME = table1
export VERILOG_FILES = /design/flow/design.v
export SDC_FILE = /design/flow/constraint.sdc
export NUM_CORES = 4
export LEC_CHECK = 1
export CORE_AREA = 10 10 70 70
export DIE_AREA = 0 0 80 80
export SYNTH_HDL_FRONTEND = slang
### ./constraint.sdc
current_design table1

set clk_period 1.3
set clk_io_pct 0.2

create_clock -name clk0 -period $clk_period

set non_clock_inputs [all_inputs -no_clocks]
set_input_delay [expr $clk_period * $clk_io_pct] -clock clk0 $non_clock_inputs
set_output_delay [expr $clk_period * $clk_io_pct] -clock clk0 [all_outputs]
==> run summary <==
flow finished, numbers: outcome finished, violations left, failing checks setup timing, Area Overhead vs Synth 110%, distinct lib cells 33, CP max stage delay 250 ps, Ports 21, non-filler cells, final 173, IO Port Bufs 15, Cell Pwr Density around 330 nW/um^2, worst vdd ir about 190 uV, die area approximately 6400 um^2, Power Total between 400 and 500 uW, final WL 2390 um, syn_area_per_cell 7.13 um^2, vias in the first global route roughly 800, # fillers about 340, Min-Delay Path Class in -> out, Die W 80 um, global-route wire length before repair 3710 um, Crit Path Class in -> out, worst setup margin -322 ps, clock share of power 0, hold path cells 6, CP Data Required Time 1040 ps, Detail Placement HPWL 1580 um, Comb pwr share 1.000, vias per std cell between 4 and 5, Net Sw Frac 0.446, Hold Vio Cnt, Final 0, CP max-delay cell o31a_1, Syn. warnings 0, Critical Path Most Common Cell buf_6, RSZ-0062 raised after global routing yes, drt pass-1 iters 4, GRT overflow 0, register area 0 um^2, logic area approximately 700 um^2, GRT Overall Usage 0.0679, Core Rows 21, share of layout cells above drive strength 1 0.669, Hold Startpoint indx[1], power share of the sequential group 0, minimum clock period between 1500 and 2000 ps, fin. max-slew vios 0, yosys cell count 83, CP Launch Type input port, Placer Congestion a little under 0.9, Critical Path End Type output port, setup violators final 10, arrival time at the worst endpoint about 1400 ps, drt first-iter violations between 40 and 50, FP Util 0.173, detail-routed net length per standard cell roughly 14 um, sequential fraction of the synthesis area 0, Top cells excl fill/tap 17 x buf_4, 16 x buf_6, 13 x buf_2, largest net degree at the start of global routing 10, Inst Count DP roughly 160, Yosys chip area 592 um^2, seq_cells 0, final antenna-violating net count 0, core area approximately 3400 um^2, total number of vias slightly below 800, Psw 184 uW, P_leak about 0.00052 uW, Commonest Layout Cell buf_4, # diodes 0, max cap viols 0, OpenROAD warnings around 41, Int Power about 230 uW, Layout clock buffers 0, synthesized instance count approximately 83, crit-path cells buf_8 > inv_4 > buf_6 > ha_4 > buf_6 > mux2i_1 > nor2_1 > o31a_1 > buf_2, maximum clock rate roughly 620 MHz, final worst path period share 1.25, initial antenna violation count 0, hold path endpoint tv[10], Post-Syn Area 592 um^2, die height around 80 um, maximum fanout along the worst path 4, Worst Setup SP indx[1], Residual DRC 0
-- logic make-up after synthesis --
| family | share of synthesized area |
|---|---|
| simple gates | 0.260 |
| compound gates | 0.351 |
| buf+inv | 0.201 |
| fa+ha+maj | 0.148 |
| mux | 0.0338 |
| other cells | 0.00634 |
-- power by group through the flow --
stage         Sequential [uW]  Clock, uW  Combinational [uW]
finish                      0          0                 413
global route                0          0                 446
CTS                         0          0                 369
-- how the worst max path moves through the flow --
| stage | endpoint | slack [ps] |
|---|---|---|
| after global routing | tv[11] | -380 |
| after CTS | tv[11] | -330 |
| final | tv[11] | -320 |
-- cells in the mapped netlist (2+ instances only) --
cell | count | area (um^2)
nor2b_1 | 3 | 18.8
buf_2 | 2 | 10.0
inv_1 | 6 | 22.5
buf_4 | 8 | 60.1
nor3_1 | 2 | 10.0
nor2_1 | 6 | 22.5
o211ai_1 | 3 | 22.5
nand3_1 | 3 | 15.0
o21ai_1 | 3 | 15.0
a21oi_1 | 5 | 25.0
nand2b_1 | 4 | 25.0
o31a_1 | 2 | 17.5
o2111ai_1 | 2 | 17.5
buf_6 | 2 | 22.5
ha_1 | 7 | 87.6
mux2i_1 | 2 | 20.0
o21ai_0 | 2 | 10.0
nor3b_1 | 2 | 15.0
nand2_1 | 4 | 15.0
a221oi_1 | 2 | 17.5
-- cell type report --
cell class / count / area share
Tap cell: 46 / 0.0462
Multi-Input combinational cell: 69 / 0.564
Timing Repair Buffer: 51 / 0.361
Inverter: 7 / 0.0291
-- worst max-delay path: cells and delay by family --
| kind | cells | cell delay [ps] |
|---|---|---|
| buffers and inverters | 5 | 470 |
| AOI/OAI and AO/OA | 1 | 250 |
| muxes | 1 | 170 |
| adders and majority gates | 1 | 150 |
| and+or+nand+nor | 1 | 70 |
-- stage by stage --
stage | util | cell area [um^2] | hold slack, ps | TNS (ps) | setup slack (ps)
after floorplan | - | 616 | 596 | -64.1 | -38.5
after global placement | 0.273 | 933 | 1730 | -10470 | -1180
after detailed placement | 0.273 | 933 | 1710 | -10410 | -1130
after CTS | 0.339 | 1160 | 1050 | -2020 | -334
after global routing | 0.364 | 1240 | 1100 | -2620 | -378
final | 0.364 | 1240 | 1050 | -2060 | -322
-- per-layer routing --
metal  GRT usage  vias up  routed length [um]
met4      0.0106        0                   8
met2       0.114       23                1160
met1      0.0929      374                1120
li1            -      378                   -
met5           0        -                   0
met3     0.00568        2                 100
-- timing repair --
item | CTS | global route
setup endpoints to repair | 10 | 10
hold endpoints to repair | 0 | 0
resized | 102 | 13
buffers inserted | 6 | 2
hold buffers | 0 | 0
cloned | 1 | 0
pin swaps | 20 | 12
Power figures rest on the tool's default switching activity, not on a simulated workload.
